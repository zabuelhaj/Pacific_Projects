**/design/flow/run.sh**
```bash
#!/bin/bash
# OpenROAD 26Q1-2900-gdf79404cd8, Yosys 0.63+post, stock flow scripts
make -C /OpenROAD-flow-scripts/flow DESIGN_CONFIG=/design/flow/config.mk WORK_HOME=/design/flow/orfs finish
```
**/design/flow/config.mk**
```make
export PLATFORM = sky130hd
export DESIGN_NAME = Comb_Lock
export DESIGN_NICKNAME = Comb_Lock
export VERILOG_FILES = /design/flow/design.v
export SDC_FILE = /design/flow/constraint.sdc
export NUM_CORES = 4
export LEC_CHECK = 1
export CORE_AREA = 10 10 70 70
export DIE_AREA = 0 0 80 80
```
**/design/flow/constraint.sdc**
```tcl
current_design Comb_Lock

set clk_period 1.9
set clk_io_pct 0.2

create_clock -name clk0 -period $clk_period [get_ports {clk}]

set non_clock_inputs [all_inputs -no_clocks]
set_input_delay [expr $clk_period * $clk_io_pct] -clock clk0 $non_clock_inputs
set_output_delay [expr $clk_period * $clk_io_pct] -clock clk0 [all_outputs]
```
**/design/flow/design.v**
```verilog
module Comb_Lock (input logic clk,input logic [2:0] comb,output logic unlock);
logic [2:0] press;
sync syncronizer1(.clk(clk),.button(comb[0]),.fall_edge(press[0]));
sync syncronizer2(.clk(clk),.button(comb[1]),.fall_edge(press[1]));
sync syncronizer3(.clk(clk),.button(comb[2]),.fall_edge(press[2]));
comb_FSM machine(.clk(clk),.switch(press),.led(unlock));
endmodule
module comb_FSM (input logic clk, input logic [2:0] switch, output logic led);
typedef enum logic [4:0] {LOCKED, B, BC, BCA, BCAB} statetype;
statetype state, nextstate;
always_ff @(posedge clk) begin
	state<=nextstate;
end
always_comb begin
	case(state)
		LOCKED:
			if(switch==3'b101)
				nextstate=B;
			else
				nextstate=LOCKED;
		B:
			if(switch==3'b110)
				nextstate=BC;
			else if(switch==3'b111)
				nextstate=B;
			else
				nextstate=LOCKED;
		BC:
			if(switch==3'b011)
				nextstate=BCA;
			else if(switch==3'b111)
				nextstate=BC;
			else
				nextstate=LOCKED;
		BCA:
			if(switch==3'b101)
				nextstate=BCAB;
			else if(switch==3'b111)
				nextstate=BCA;
			else
				nextstate=LOCKED;
		BCAB:
			if(switch==3'b111)
				nextstate=BCAB;
			else
				nextstate=LOCKED;
		default: nextstate=LOCKED;
	endcase
end
assign led = (state==BCAB);
endmodule
module sync (input logic clk, input logic button, output logic fall_edge, output logic in_sync1);
logic in_ff;
logic in_sync2;
always_ff @(posedge clk) begin
	in_ff<=button;
	in_sync1<=in_ff;
	in_sync2<=in_sync1;
end
always_comb begin
	fall_edge<=~(~in_sync1&&in_sync2);
end
endmodule
```
==> out/summary.log <==
qor: run_status.result_of_the_run complete, no violations
qor: synth.arithmetic_cell_share_of_the_synthesized_area_counting_full_adders_half_adders_and_majority_gates 0%
qor: placement.dpl-instance-area 472 um2
qor: synth.synth_cell_types 16
qor: sta.finalHoldViolations 0
qor: final_layout.postLayoutCoreUtil 14.9%
qor: detailed_routing.drtAntennaViolNets 0
qor: synth.synth.yosys.num_cells 30
qor: synth.ys_async_sr_fraction 0%
qor: setup_path.crit_path_end_kind output port
qor: synth.postSynthSeqShare 64.2%
qor: global_route.grt_pass1_vias 248
qor: job.number_of_warnings_in_the_stage_logs 25
qor: synth.syn-cell-area 374 um2
qor: global_route.first_pass_grt_wire_length 993 um
qor: sta.timing.final.crit_share 94.1%
qor: placement.pre_cts_ws 388 ps
qor: setup_path.worstPathMaxFanout 4
qor: final_layout.synth_to_final_area_change 35.8%
qor: floorplanning.die-area 0.00640 mm2
qor: global_route.track_usage 1.91%
qor: synth.synthAoiAreaFrac 15.4%
qor: final_layout.postLayoutCellArea 508 um2
qor: detailed_routing.dr.first_iter.drc_count 7
qor: power.powerDensity 978 mW/mm2
qor: synth.synth.cellmix.simpleShare 18.4%
qor: setup_path.setup_crit_end unlock
qor: hold_path.timing.hold.worst.start syncronizer2.in_ff
qor: clock_tree.cts.path.max_buffers 2
qor: synth.yosys_warnings 2
qor: synth.area_of_the_synthesized_netlist_per_yosys_stat 374 um2
qor: clock_tree.clock-root-buffer sky130_fd_sc_hd__clkbuf_4
qor: sta.final_max_slew_viol_count 0
qor: power.power_leakage 0.176 nW
qor: placement.gp_congestion 0.713
qor: clock_tree.post_cts.resized_instances 0
qor: setup_path.r2r_setup_slack 760 ps
qor: floorplanning.die_height 80 um
qor: clock_tree.tritoncts_clock_tree built
qor: clock_tree.htree_levels 1
qor: placement.port_buffers 4
qor: setup_path.reg2reg_to machine.state[0]
qor: synth.largest_combinational_cell_category_by_area simple AND/OR/NAND/NOR gates
qor: sta.fmax_achieved 0.559 GHz
qor: floorplanning.design.portCount 5
qor: detailed_routing.vias_after_detailed_routing 241
qor: sta.slew_worst_pin 342 ps
qor: setup_path.cp_depth 2
qor: floorplanning.core_area 0.00342 mm2
qor: power.vdd.ir_drop.worst 0.000333 V
qor: sta.finalClockSkew 3.74 ps
qor: setup_path.critical_path.cell_chain nor3b_1, clkdlybuf4s50_1
qor: clock_tree.clock.latency.late_pin 260 ps
qor: global_route.initial_antenna_violation_count 0
qor: final_layout.drive_gt1_share 18.4%
qor: setup_path.ff2ff_path_depth 3
qor: sta.rsz0062_at_grt no
qor: detailed_routing.drcViolationCount 0
qor: detailed_routing.wl 548 um
qor: final_layout.layout_top_cell sky130_fd_sc_hd__dfxtp_1
qor: setup_path.slowest_stage sky130_fd_sc_hd__clkdlybuf4s50_1
qor: setup_path.timing.critical_path.required 1520 ps
qor: synth.enable_flop_cells 0
qor: setup_path.critPathArrivalTime 1410 ps
qor: sta.hold_ws 328 ps
qor: synth.netlist_instances 30
qor: sta.max_slew_margin 77.2%
qor: setup_path.path_delay_family buffers and inverters
qor: detailed_routing.num_antenna_cells 0
qor: setup_path.buffering_stage_count_on_the_worst_path_with_inverters_included 1
qor: setup_path.startpoint machine.state[2]
qor: synth.synth.mux.area_fraction 0%
qor: detailed_routing.viasPerCell 2.87
qor: floorplanning.floorplanUtilization 11.0%
qor: clock_tree.numCtsBuffers 3
qor: global_route.globalRouteOverflowTotal 0
qor: placement.placed_cells_incl_taps 80
qor: job.drv_cap 0
qor: power.post-layout-total-power 497 uW
qor: hold_path.holdCritPathClass flip-flop to flip-flop
qor: sta.final_period_minus_worst_setup_slack 1790 ps
qor: placement.post-dp-hpwl 405 um
qor: synth.synth-xor-area-share 0%
qor: final_layout.stdcell_count 84
qor: clock_tree.hold_buffers 0
qor: sta.setup_viol_count_final 0
qor: floorplanning.die_width 80 um
qor: sta.final_critical_path_setup_slack 112 ps
qor: detailed_routing.drtPass1Iterations 2
qor: detailed_routing.wl_per_cell 6.52 um
qor: final_layout.most-common-layout-cells sky130_fd_sc_hd__dfxtp_1, sky130_fd_sc_hd__clkdlybuf4s50_1, sky130_fd_sc_hd__clkbuf_4
qor: global_route.grt_start_max_net_pins 8
qor: setup_path.delay_of_the_slowest_cell_on_the_worst_path 510 ps
qor: clock_tree.postCtsSetupRepairBufs 0
qor: synth.post_synth.cell_area_avg 12.5 um2
qor: sta.totalNegativeSetupSlack 0 ps
qor: clock_tree.numClockSinks 12
qor: setup_path.worst_r2r_startpoint machine.state[1]
qor: clock_tree.clk_pin_slew 70 ps
qor: synth.ys.flop_type sky130_fd_sc_hd__dfxtp_1
qor: synth.yosys_register_bits 12
qor: setup_path.timing_worst_setup_path_type flip-flop to output port
qor: setup_path.worstSetupStartpointType flip-flop
qor: floorplanning.core.rowCount 21
qor: final_layout.fill_cells 403
[synthesized netlist by cell type (2+ instances only)]
cell type | n | share of area, %
sky130_fd_sc_hd__nand2_1 | 2 | 2.0
sky130_fd_sc_hd__inv_1 | 2 | 2.0
sky130_fd_sc_hd__a21oi_1 | 2 | 2.7
sky130_fd_sc_hd__dfxtp_1 | 12 | 64
[kinds of logic after synthesis]
logic type	after synthesis
AOI/OAI and AO/OA	6
buffers and inverters	2
DFF	12
and+or+nand+nor	10
[state kept, by name, summed over array words and instances, names as in the netlist]
name and flops:
syncronizer2.in_sync2 1, syncronizer3.in_ff 1, syncronizer1.in_sync2 1, syncronizer3.in_sync1 1, syncronizer3.in_sync2 1, machine.state 3
syncronizer2.in_ff 1, syncronizer2.in_sync1 1, syncronizer1.in_sync1 1, syncronizer1.in_ff 1
[worst reg2reg max path, stage by stage, from the launching register on]
cell                        delay [ps]
sky130_fd_sc_hd__dfxtp_1           420
sky130_fd_sc_hd__and4bb_1          220
sky130_fd_sc_hd__a21oi_1            50
sky130_fd_sc_hd__a2111oi_2         350
[final cells by class]
type / instances / area (um2) / share of cell area (%)
Multi-Input combinational cell: 16 / 126 / 24.9
Inverter: 2 / 7.51 / 1.48
Clock buffer: 4 / 36.3 / 7.14
Timing Repair Buffer: 4 / 40.0 / 7.88
Sequential cell: 12 / 240 / 47.3
Tap cell: 46 / 57.6 / 11.3
[power by group]
| part | total, mW | internal (mW) | switching [mW] |
|---|---|---|---|
| combinational | 0.0279 | 0.0172 | 0.0107 |
| sequential | 0.277 | 0.266 | 0.0109 |
| clock | 0.192 | 0.116 | 0.0761 |
| total | 0.497 | 0.399 | 0.0977 |
[per-layer routing]
layer  share of wire (%)  global-route usage [%]  wire length [um]  up-vias
met4                 2.4                   0.528                13        0
met5                   0                       0                 0        -
met1                  51                    2.17               278      109
li1                    -                       -                 -      126
met3                 8.4                    1.59                46        2
met2                  38                    2.65               209        4
[how the worst min path moves through the flow]
| stage | end | slack (ps) | depth (start not counted) |
|---|---|---|---|
| CTS | syncronizer3.in_sync1 | 330 | 0 |
| global route | syncronizer1.in_sync1 | 330 | 0 |
| finish | syncronizer2.in_sync1 | 330 | 0 |
Power is estimated from default activity; no workload was simulated.
